[flow/design.v]
module clk_div (clk, clk_out, reset);
	input clk;
	output clk_out;
	input reset;
	reg [2:0] counter;
	wire [2:0] counter_next;		 
	reg clk_track;		 
	always @(posedge clk or posedge reset) begin
		if (reset) begin
			counter <= 0;
			clk_track <= 1'b0;
		end
		else if (counter_next == 6)
			begin
				counter <= 0;
				clk_track <= ~clk_track;
			end
		else
			counter <= counter_next;
		end
		assign counter_next = counter+1;
		assign clk_out = clk_track;
endmodule
[flow/run.sh]
#!/bin/bash
# OpenROAD 26Q1-2900-gdf79404cd8, Yosys 0.63+post, stock flow scripts
make -C /OpenROAD-flow-scripts/flow DESIGN_CONFIG=/design/flow/config.mk WORK_HOME=/design/flow/orfs finish
[flow/config.mk]
export PLATFORM = sky130hd
export DESIGN_NAME = clk_div
export DESIGN_NICKNAME = clk_div
export VERILOG_FILES = /design/flow/design.v
export SDC_FILE = /design/flow/constraint.sdc
export NUM_CORES = 4
export LEC_CHECK = 1
export CORE_AREA = 10 10 70 70
export DIE_AREA = 0 0 80 80
[flow/constraint.sdc]
current_design clk_div

set clk_period 1.3
set clk_io_pct 0.2

create_clock -name clk0 -period $clk_period [get_ports {clk}]

set non_clock_inputs [all_inputs -no_clocks]
set_input_delay [expr $clk_period * $clk_io_pct] -clock clk0 $non_clock_inputs
set_output_delay [expr $clk_period * $clk_io_pct] -clock clk0 [all_outputs]
==> impl_metrics.csv <==
group,metric,value,unit
final_timing,rsz0062_at_grt,"false",
clocking,hold_buffers,0,
final_timing,fin_skew,1.14,ps
final_layout,syn_to_final_growth,59.0,%
route,drtPass1Iterations,4,
route,wl_met3,54,um
logic_synthesis,netlist_area,180,sq um
clocking,clock-root-buffer,"clkbuf_4",
logic_synthesis,yosysChipArea,180,sq um
worst_hold_path,hold_class,"primary input to asynchronous set/reset pin",
clocking,cts.clk_slew.worst_paths,40,ps
route,wl_met1,131,um
clocking,clockBufferDepth,2,
run,warnings,26,
route,wl_met2,117,um
critical_path,worstSetupPathType,"register to register",
clocking,numCtsBuffers,3,
route,n_antenna_cell,0,
logic_synthesis,synth.avg_cell_area,12.9,sq um
critical_path,rrSetupSlack,110,ps
critical_path,worstSetupEndpointType,"register",
route,via_per_inst,1.65,
die,core_area,0.00342,sq mm
route,top_layer,"met3",
outcome,status,"completed",
critical_path,worstPathMaxFanout,3,
final_timing,relSlewSlack,0.898,
final_timing,maxSlewViolCount,0,
grt,grt_max_degree,5,
final_layout,fillers,411,
route,drt-total-wl,304,um
final_timing,timing.fmax,838,MHz
final_timing,report.final.hold_viol_count,0,
route,vias,109,
final_timing,tightest_slew,152,ps
die,num_rows,21,
final_layout,drive_above_1_share,0.300,
power_and_ir_drop,powerDensity,998,mW/mm^2
die,die_h,80,um
final_timing,finalCritPeriodShare,0.918,
logic_synthesis,yosysWarnings,1,
critical_path,cp_slowest_stage_delay,390,ps
power_and_ir_drop,ir_worst_vdd,0.000332,V
grt,grt_pass1_wl,593,um
critical_path,startpoint_type,"register",
grt,grt_pass1_vias,136,
logic_synthesis,ys_cells,14,
final_timing,tns,0,ps
placed_design,gp_congestion,0.627,
route,wl_per_cell,4.61,um
logic_synthesis,synth_seq_share,0.556,
clocking,htreeDepth,1,
logic_synthesis,ys_types,8,
die,boundaryPins,3,
critical_path,cp_num_buf_inv,0,
logic_synthesis,synth_flops,4,
critical_path,cpLargestDelayFamily,"flip-flops",
clocking,cts_tree,"done",
critical_path,crit_arrival,1310,ps
die,fp_util,0.0527,
clocking,clock_sinks,4,
run,maxCapViolCount,0,
clocking,insertion_delay,230,ps
route,antenna_left,0,
route,drtIter0Drc,2,
power_and_ir_drop,leakage,0.142,nW
final_timing,finalSetupViolCount,0,
critical_path,crit_path_cell_trace,"ha_1 -> xor2_1 -> and2_4 -> xor2_2",
grt,grt_overflow,0,
critical_path,crit_path_top_delay_cell,"dfrtp_1",
grt,antenna_found_initial,0,
placed_design,portBuffers,2,
final_layout,utilization,0.0839,
grt,grt_util_all_layers,0.0114,
route,route.detailed.drc,0,
final_timing,min_period,1190,ps
critical_path,required,1420,ps
die,die_w,80,um
logic_synthesis,syn_inst,14,
die,chipArea,0.00640,sq mm
[through the flow]
stage	instance area (sq um)	setup slack, ps	instances	hold slack (ps)	power [mW]
detailed placement	258	111	62	466	0.132
global placement	258	123	62	444	0.132
finish	287	106	66	226	0.286
global route	287	55.7	66	228	0.304
floorplan	180	150	14	26.1	0.129
CTS	287	101	66	218	0.296
[path summary, 6_finish.rpt]
| kind | from | endpoint | cells after the start |
|---|---|---|---|
| max in group asynchronous | reset | counter[2] | 2 |
| min in group clk0 | counter[0] | counter[0] | 1 |
| max reg2reg | counter[0] | clk_track | 4 |
| min reg2reg | counter[0] | counter[0] | 1 |
| max | counter[0] | clk_track | 4 |
| min | reset | clk_track | 2 |
[final cells by class]
cell class / count / area, sq um / share of cell area
Sequential cell: 4 / 100 / 0.349
Multi-Input combinational cell: 8 / 72.6 / 0.253
Tap cell: 46 / 57.6 / 0.201
Timing Repair Buffer: 3 / 26.3 / 0.0917
Clock buffer: 3 / 22.5 / 0.0786
Inverter: 2 / 7.51 / 0.0262
[layer usage]
layer  global-route usage  vias up
met5                    0        -
met3               0.0102        0
met1               0.0120       51
li1                     -       53
met2               0.0152        5
met4              0.00528        0
[placed cells by master (no fill, tap or decap)]
cell type and count:
dfrtp_1 4, clkbuf_4 3, inv_1 2, nor2_1 2, ha_1 2, xor2_1 1
and2_4 1, nor2b_1 1, xor2_2 1, clkdlybuf4s50_1 1, dlygate4sd2_1 1, buf_4 1
[repair_timing]
action | CTS | global route
setup endpoints to repair | 1 | 0
resized | 1 | 0
buffers inserted | 1 | 0
[Yosys cell counts, drive strengths merged]
| cell type | instances | share of area |
|---|---|---|
| and2 | 1 | 0.049 |
| dfrtp | 4 | 0.56 |
| ha | 2 | 0.14 |
| inv | 2 | 0.042 |
| nor2 | 2 | 0.042 |
| nor2b | 1 | 0.035 |
| xor2 | 2 | 0.14 |
[sequential cells by signal (all words and copies together) (netlist names)]
| name | cells |
|---|---|
| clk_track | 1 |
| counter | 3 |
[power breakdown]
| group | switching (mW) | internal, mW | leakage, nW |
|---|---|---|---|
| combinational | 0.00266 | 0.00283 | 0.0714 |
| sequential | 0 | 0.125 | 0.0566 |
| clock | 0.0518 | 0.103 | 0.0138 |
| total | 0.0545 | 0.231 | 0.142 |
[cells by family after synthesis]
kind of cell | Yosys count | share of synthesized area
XOR/XNOR | 2 | 0.139
buffers and inverters | 2 | 0.0417
flip-flops | 4 | 0.556
AND/OR/NAND/NOR | 4 | 0.125
adder cells (fa/ha/maj) | 2 | 0.139
Power is estimated from default activity; no workload was simulated.
