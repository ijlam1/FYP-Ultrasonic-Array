### design.v
module clk_40khz (clk, clk_out, reset);
	input clk;
	output clk_out;
	input reset;
	reg [9:0] counter;
	wire [9:0] counter_next;		 
	reg clk_track;		 
	always @(posedge clk or posedge reset) begin
		if (reset) begin
			counter <= 0;
			clk_track <= 1'b0;
		end
		else if (counter_next == 625)
			begin
				counter <= 0;
				clk_track <= ~clk_track;
			end
		else
			counter <= counter_next;
		end
		assign counter_next = counter+1;
		assign clk_out = clk_track;
endmodule
### run.sh
#!/bin/bash
# OpenROAD 26Q1-2900-gdf79404cd8, Yosys 0.63+post, stock flow scripts
make -C /OpenROAD-flow-scripts/flow DESIGN_CONFIG=/design/flow/config.mk WORK_HOME=/design/flow/orfs finish
### config.mk
export PLATFORM = sky130hd
export DESIGN_NAME = clk_40khz
export DESIGN_NICKNAME = clk_40khz
export VERILOG_FILES = /design/flow/design.v
export SDC_FILE = /design/flow/constraint.sdc
export NUM_CORES = 4
export LEC_CHECK = 1
export CORE_AREA = 10 10 70 70
export DIE_AREA = 0 0 80 80
### constraint.sdc
current_design clk_40khz

set clk_period 3.7
set clk_io_pct 0.2

create_clock -name clk0 -period $clk_period [get_ports {clk}]

set non_clock_inputs [all_inputs -no_clocks]
set_input_delay [expr $clk_period * $clk_io_pct] -clock clk0 $non_clock_inputs
set_output_delay [expr $clk_period * $clk_io_pct] -clock clk0 [all_outputs]
==> results.txt <==
outcome - completed
CTS Hold Bufs - 0
number of max-capacitance violations reported - 0
clock latency at the later pin of the worst-skew pair - 0.27 ns
Worst slew margin - 71.5%
iteration count of the initial detailed-routing pass - 3
worst reg-to-reg setup slack - 1.76 ns
HPWL reported at the end of detailed placement - 778 um
share of post-route cells with drive strength above 1 - 10.6%
H-Tree Depth - 1
Max IR drop VDD - 0.171 mV
Reg clk slew, reported paths - 0.06 ns
row count - 21
cells on worst reg2reg path - 6
arrival time at the worst endpoint - 2.07 ns
cell depth of the worst hold path - 1
height of the die - 80 um
DRC violations left - 0
top cell type's share of synthesized area - 43.0%
CP endpoint kind - register
hold violation total from the final report - 0
Critical Path Source - counter[0]
CTS Buffer Depth - 2
first-pass GRT wire length - 1.99 mm
Worst EP required - 3.84 ns
launch point of the worst reg-to-reg path - counter[0]
placeable core region - 0.00342 mm^2
dpl ws - 1.79 ns
post-detailed-route wirelength per cell - 9.22 um
Distinct cells, synth - 25
final period utilization - 52.3%
pwr dens - 281 mW/mm^2
clock buffer count from CTS - 3
Worst Path Max Fanout - 7
Finished Layout Cells - 112
type of origin of the critical path - register
largest net degree at the start of global routing - 12
area added between synthesis and finish - 13.1%
TritonCTS clock tree - built
sink of the worst hold path - clk_track
fp_density - 18.8%
total routed wirelength - 1.03 mm
CTS Root Cell - clkbuf_4
Antenna Violating Nets Remaining - 0
Die Span X - 80 um
initial antenna violation count - 0
GR Util All Layers - 3.76%
critical path class - reg2reg
Final setup viols - 0
Max Fclk - 0.517 GHz
number of buffers added on ports - 2
Setup Buffers After CTS - 0
total congestion overflow after global routing - 0
static leakage - 0.317 nW
Boundary Pins - 3
worst path setup slack after routing - 1.76 ns
number of vias per cell after detailed routing - 3.99
CTS Sinks - 11
cell taking the most area after synthesis - dfrtp_1
detailed router's first-iteration violation count - 10
worst-margin pin slew - 0.427 ns
number of vias in the routed layout - 447
cell count after placement - 108
start point of the worst min-delay path - clk_track
Synth Instances - 63
Slew Limit Fails - 0
full die area - 0.00640 mm^2
Synth Register Bits - 11
Mapped Avg Cell Area - 10.2 um^2
worst hold path class - reg2reg
tool warnings - 26
top cells by area - dfrtp_1, xor2_1, xnor2_1, nor2_1, ha_1
Netlist Area Pre-Place - 641 um^2
number of global-route vias before repair - 453
count of instantiated cells in the yosys netlist - 63
count of yosys warnings during synthesis - 1
n_diodes - 0
cts repair resizes - 0
clock skew after layout - 0.000782 ns
Sum Neg Setup Slack - 0 ns
area figure in the yosys stat output - 641 um^2
minimum clock period - 1.94 ns
endpoint of the lowest-slack register-to-register path - clk_track
setup repair after global routing missed its margin - false
routability congestion estimate from global placement - 0.820
post-synthesis sequential area ratio - 43.0%
registers in the layout (all words and copies together), names as in the netlist:
register	flops
counter	10
clk_track	1
critical path, cell delays in order (launching register included):
cell	delay, ns
dfrtp_1	0.45
ha_1	0.32
nand4_1	0.21
xor2_1	0.19
a41oi_1	0.37
nor3_4	0.10
xor2_1	0.16
Yosys cell counts, drive strengths merged:
cell    count
dfrtp      11
nor2        7
xor2        5
inv         4
nand2       4
xnor2       4
buf         3
nand3       3
a21bo       2
a21oi       2
and4        2
ha          2
nand4       2
nor2b       2
nor3        2
a211oi      1
a41o        1
a41oi       1
and3        1
nand3b      1
nand4b      1
o2111a      1
o311ai      1
area by class of cell:
cell class | count | area, um^2
fill | 388 | 2690
multi-input combinational | 45 | 330
sequential | 11 | 275
tap | 46 | 57.6
clock buffer | 4 | 26.3
timing repair buffer | 2 | 20.0
inverter | 4 | 15.0
layer usage:
layer / share of wire, % / track usage [%]
met4: 1.8 / 0.704
met3: 4.4 / 1.14
met1: 52 / 5.04
met5: 0 / 0
met2: 42 / 5.86
placed cells by master (no fill, tap or decap), types with 2 or more instances in the layout:
master / Yosys / routed
clkbuf_4: 0 / 3
xor2_1: 5 / 5
nand2_1: 4 / 4
and4_1: 2 / 2
clkdlybuf4s50_1: 0 / 2
ha_1: 2 / 2
a21bo_2: 2 / 2
dfrtp_1: 11 / 11
nor2_1: 7 / 7
a21oi_1: 2 / 2
nand4_1: 2 / 2
nor2b_1: 2 / 2
nand3_1: 3 / 3
inv_1: 4 / 4
xnor2_1: 4 / 4
logic make-up (layout without fill, tap and decap cells):
family                     count (synthesis)  after routing  synth area share, %
xor gates and xnor gates                   9              9                 12.3
AOI/OAI and AO/OA                          9              9                 13.1
DFF                                       11             11                 43.0
buffers and inverters                      7             10                 5.47
and+or+nand+nor                           25             25                 22.3
adders and majority gates                  2              2                 3.91
worst max path at each step:
stage / endpoint / slack [ns] / cells after the start
global route: clk_track / 1.57 / 6
finish: clk_track / 1.76 / 6
CTS: clk_track / 1.77 / 6
power breakdown:
part | switching (W) | total (W) | internal (W)
logic | 0.00000239 | 0.00000337 | 0.000000979
clock network | 0.0000384 | 0.0000802 | 0.0000418
registers | 0 | 0.000120 | 0.000120
through the flow:
stage | hold slack, ns | instance area [um^2] | total power (W) | utilization, %
after floorplan | 0.420 | 641 | 0.000124 | -
after global placement | 0.461 | 698 | 0.000126 | 20.4
after detailed placement | 0.459 | 698 | 0.000126 | 20.4
after CTS | 0.476 | 724 | 0.000210 | 21.2
after global routing | 0.508 | 724 | 0.000220 | 21.2
final | 0.466 | 724 | 0.000204 | 21.2
Power and IR drop assume default switching activity.
